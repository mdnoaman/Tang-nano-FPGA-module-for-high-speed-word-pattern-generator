--- ./run.sh ---
#!/bin/bash
# OpenROAD 26Q1-2900-gdf79404cd8, Yosys 0.63+post, stock flow scripts
make -C /OpenROAD-flow-scripts/flow DESIGN_CONFIG=/design/flow/config.mk WORK_HOME=/design/flow/orfs finish
--- ./config.mk ---
export PLATFORM = sky130hd
export DESIGN_NAME = rx_ser
export DESIGN_NICKNAME = rx_ser
export VERILOG_FILES = /design/flow/design.v
export SDC_FILE = /design/flow/constraint.sdc
export NUM_CORES = 4
export LEC_CHECK = 1
export CORE_UTILIZATION = 40
--- ./constraint.sdc ---
current_design rx_ser

set clk_period 4.4
set clk_io_pct 0.2

create_clock -name clk0 -period $clk_period [get_ports {c_rx}]

set non_clock_inputs [all_inputs -no_clocks]
set_input_delay [expr $clk_period * $clk_io_pct] -clock clk0 $non_clock_inputs
set_output_delay [expr $clk_period * $clk_io_pct] -clock clk0 [all_outputs]
--- ./design.v ---
module rx_ser
   #( parameter clk_per_bit = 100)
    (
	 input c_rx,
 	 input rxd,
	 output flag,
	 output [7:0]rx_1
    );
reg r_rx;
reg rx;
reg [11:0]counter = 0;
reg i_flag;
reg [2:0] bit_index;  
reg [7:0] rx_byte;   
reg [2:0] states = 0;   
always @ (posedge c_rx)begin
r_rx <= rxd;
rx <= r_rx;
end
always @(posedge c_rx) begin
   case(states)
	3'd0: begin           
				counter <= 0;
				bit_index <= 0;
				if(rx == 0)	begin
					states <= 3'd1;
				end			
			end
	3'd1: begin
				counter <= counter + 1;
				if(counter == (clk_per_bit>>1) ) begin  
					if(rx == 0) begin   
						counter <= 0;
						states <= 3'd2;
					end
					else begin
						states <= 3'd0;
					end
   			end
			end	
	3'd2: begin               
				counter <= counter +1;
				if(counter == clk_per_bit-1) begin
					counter <= 0;
					rx_byte[bit_index] <= rx;
					if(bit_index < 7) begin
						bit_index <= bit_index + 1;
					end
					else begin
						states <= 3'd3;
					end
			   end
			end
	3'd3: begin    
				if(counter < clk_per_bit-1) begin
						counter <= counter + 1;
				end
				else begin
					counter <= 0;
					states <= 3'd4;
					i_flag <= 1;   
				end
			 end
	 3'd4: begin   
				states <= 3'd0;
				i_flag <= 0;
			 end
	endcase
end
assign rx_1 = rx_byte;
assign flag = i_flag;
endmodule
==> reports/qor.yml <==
fmax_ghz: 0.3942
maxUsedRoutingLayer: "met4"
setup_ws_ns: 1.863
crit_start: "counter[10]$_DFFE_PP_"
die_w_um: 66.04
synth_cell_type_count: 38
final_layout_size_suffix_gt1_share_pct: 13.75
cts_resized: 0
drt-initial-drc-count: 66
grt_overflow: 0
drtPass1Iterations: 4
cp-start-kind: "register"
place_inst: 201
top_area_share_pct: 49.43
setup_viol: 0
hold_path_startpoint: "r_rx$_DFF_P_"
rsz0062_at_grt: "no"
route.met2.wl_mm: 1.281
power_leakage_nw: 0.6378
avgRoutedWirePerCell_um: 13.62
antenna_cells: 0
reg2reg_from: "counter[10]$_DFFE_PP_"
max_slew_margin_pct: 35.96
dpl.hpwl_mm: 1.954
powerDensity_nw_per_um2: 653.6
yosysWarnings: 1
skew_ns: 0.005755
lay_top_count: "edfxtp_1"
core_area_um2: 3799
cp.arrival_ns: 2.51
clk_latency_ns: 0.28
worstPathCellList: "nor4_2 > a41oi_2 > a31oi_2 > and3_1"
finalCriticalPeriod_ns: 2.537
track_usage_pct: 16.04
outcome: "complete, no violations"
cts_tree: "built"
drcViolationCount: 0
vias: 1118
cap_viol_max_count: 0
yosysTopAreaCell: "edfxtp_1"
syn_to_final_growth_pct: 12.89
dieArea_um2: 4361
met3_length_um: 115
cts_made_buffers: 5
ys_seq_share_pct: 51.87
warnings: 30
area_leaders: "edfxtp_1 (49%), xnor2_1 (5.9%), a21oi_2 (5.3%)"
hold_viol: 0
post-place-ws_ns: 1.917
cp_max_fo: 13
wl_met1_mm: 1.375
clock-root-buffer: "clkbuf_8"
grt_first_pass_wirelength_mm: 5.050
clockBufferDepth: 2
tightest_slew_ns: 0.9575
postRouteAntennaNets: 0
hold_ws_ns: 0.3263
avgSynthCellArea_um2: 11.16
setup_tns_ns: 0
gp_congestion: 0.8991
cp-end-kind: "register"
timing.final.crit_share_pct: 57.66
grt_antenna_before_repair: 0
instances_no_fill: 208
max_stage_delay_ns: 0.79
ys_ff: 29
fp_util_pct: 43.18
grt_pass1_vias: 1089
ys_cells: 147
path_class: "reg -> reg"
clock_sinks: 29
syn_area_um2: 1640
portBuffers: 10
die_h_um: 66.04
cts_setup_buffers: 0
cts_hold_buf: 0
final_cell_mix: "edfxtp_1 (27), nand2_1 (15), xnor2_1 (11)"
rows: 22
hp-class: "reg -> reg"
grt_max_degree: 14
cts_htree_levels: 2
crit_required_ns: 4.38
drt-total-wl_mm: 2.833
io_pins: 11
drv_slew: 0
viasPerCell: 5.375
synthCells: 147
yosysChipArea_um2: 1640
critPathSlowestCell: "a31oi_2"
vdd_drop_max_mv: 0.3067
clkTransAtPathRegs_ns: 0.06
[where the power goes]
part	internal, mW	switching [mW]
Combinational	0.182	0.275
Sequential	0.443	0.113
Clock	0.106	0.0913
Total	0.730	0.480
[worst paths after layout]
check	endpoint	slack (ns)	cells past startpoint
max	states[1]$_DFFE_PP_	1.86	4
min	rx$_DFF_P_	0.33	0
max reg2reg	states[1]$_DFFE_PP_	1.86	4
min reg2reg	rx$_DFF_P_	0.33	0
[sequential cells by signal (all words and copies together), names as in the netlist]
signal     flops
bit_index      3
counter       12
i_flag         1
r_rx           1
rx             1
rx_byte        8
states         3
[cell type report]
type	instances	area, um^2
clock buffer	6	72.57
clock inverter	1	3.754
fill	339	1947
inverter	10	37.54
multi-input combinational	103	719.4
sequential	29	850.8
tap	48	60.06
timing repair buffer	11	107.6
[routing by layer]
metal | up-vias | global-route usage (%)
li1 | 564 | -
met2 | 21 | 24.49
met4 | 0 | 2.660
met5 | - | 0
met1 | 526 | 24.63
met3 | 7 | 4.196
[synth_stat cells]
| master | number |
|---|---|
| a21oi_1 | 3 |
| a21oi_2 | 10 |
| a22o_1 | 2 |
| a31oi_1 | 1 |
| a31oi_2 | 1 |
| a32oi_1 | 1 |
| a41oi_2 | 1 |
| and2_1 | 1 |
| and2b_2 | 1 |
| and3_1 | 2 |
| and3_2 | 1 |
| and4_2 | 1 |
| and4b_1 | 1 |
| and4bb_1 | 1 |
| buf_2 | 2 |
| buf_4 | 1 |
| buf_6 | 1 |
| clkbuf_1 | 1 |
| dfxtp_1 | 2 |
| edfxtp_1 | 27 |
| ha_1 | 7 |
| inv_1 | 10 |
| mux2_1 | 2 |
| nand2_1 | 15 |
| nand3_1 | 6 |
| nand4_1 | 4 |
| nor2_1 | 10 |
| nor2b_1 | 1 |
| nor3_1 | 4 |
| nor4_1 | 3 |
| nor4_2 | 1 |
| o21ai_0 | 5 |
| o21ai_1 | 2 |
| o22ai_1 | 1 |
| o31ai_1 | 1 |
| or3b_1 | 1 |
| xnor2_1 | 11 |
| xor2_1 | 2 |
[through the flow]
stage	utilization, %	power, mW	instance area (um^2)
finish	48.75	1.210	1852
detailed placement	46.74	1.016	1775
global placement	46.74	1.003	1775
CTS	48.75	1.221	1852
floorplan	-	0.9204	1640
global route	48.75	1.313	1852
[logic make-up (layout without fill, tap and decap cells)]
| logic type | count (synthesis) | in the layout | share of synthesized area, % |
|---|---|---|---|
| buffers and inverters | 15 | 28 | 4.272 |
| DFF | 29 | 29 | 51.87 |
| and+or+nand+nor | 53 | 53 | 17.24 |
| adders and majority gates | 7 | 7 | 5.339 |
| xor gates and xnor gates | 13 | 13 | 6.941 |
| muxes | 2 | 2 | 1.373 |
| AOI/OAI and AO/OA | 28 | 28 | 12.97 |
[worst max-delay path, delay by kind of cell (launching register included)]
kind / cells / cell delay (ns)
simple gates: 2 / 0.81
flops: 1 / 0.43
compound gates: 2 / 1.00
No activity file was given, so power comes from the tool's default toggle rates.
